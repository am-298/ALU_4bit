==> ./design.v <==
module logical (input [3:0]opcode , input clk,input [7:0]a,input [7:0]b, output reg [7:0] out);
  always @(posedge clk)
    begin
      case (opcode)
        4'b0101: out <= a|b;
        4'b0110: out <= a&b;
        4'b0111: out <= ~(a);
        4'b1000: out <= a^b;
        4'b1001: out <= ~(a^b);  
        4'b1010: out <= ~(a&b);  
        4'b1011: out <= ~(a|b);  
        4'b1100:out <= a << 1;  
        4'b1101:out <= $signed(a) >>> 1;  
        4'b1110: out <= a+1 ; 
        default : out<= 8'b0;
      endcase
    end
endmodule
==> ./run.sh <==
#!/bin/bash
# OpenROAD 26Q1-2900-gdf79404cd8, Yosys 0.63+post, stock flow scripts
make -C /OpenROAD-flow-scripts/flow DESIGN_CONFIG=/design/flow/config.mk WORK_HOME=/design/flow/orfs finish
==> ./config.mk <==
export PLATFORM = sky130hd
export DESIGN_NAME = logical
export DESIGN_NICKNAME = logical
export VERILOG_FILES = /design/flow/design.v
export SDC_FILE = /design/flow/constraint.sdc
export NUM_CORES = 4
export LEC_CHECK = 1
export CORE_AREA = 10 10 86 86
export DIE_AREA = 0 0 96 96
==> ./constraint.sdc <==
current_design logical

set clk_period 2.9
set clk_io_pct 0.2

create_clock -name clk0 -period $clk_period [get_ports {clk}]

set non_clock_inputs [all_inputs -no_clocks]
set_input_delay [expr $clk_period * $clk_io_pct] -clock clk0 $non_clock_inputs
set_output_delay [expr $clk_period * $clk_io_pct] -clock clk0 [all_outputs]
==> flow_summary.json <==
{
  "synth_cell_types": 50,
  "clk_pin_slew_ns": 0.04,
  "dpl.hpwl_um": 3120,
  "crit_slowest_cell": "clkdlybuf4s50_1",
  "hold_violations": 0,
  "post_cts_resized": 0,
  "whs_ns": 1.22,
  "synth-warning-count": 1,
  "min_delay_path_depth": 5,
  "path_max_fanout": 14,
  "top_area_share_pct": 16.4,
  "grt_pass1_wl_um": 6390,
  "synth-main-ff-cell": "dfxtp_1",
  "vdd_drop_max_mv": 0.164,
  "grt_pass1_vias": 1317,
  "io_pins": 29,
  "p_comb_share_pct": 44.6,
  "async_reset_ff_share_pct": 0,
  "switchingPower_uw": 142,
  "cell_internal_pwr_uw": 327,
  "crit_arrival_ns": 2.44,
  "top_area_cell": "ha_1",
  "worstSetupEndpointType": "flop",
  "seqPwrFrac_pct": 27.3,
  "numPortBuffers": 28,
  "ys_area_sq_um": 1290,
  "grt_usage_pct": 8.43,
  "powerDensity_nw_per_um2": 271,
  "ys_seq_share_pct": 12.4,
  "wl_per_cell_um": 14.1,
  "setup_tns_ns": 0,
  "logic_area_sq_um": 997,
  "reg_top3": "out: 8 flops",
  "num_vias": 1326,
  "core-area_sq_um": 5540,
  "fin_crit_sh_pct": 78.6,
  "total_leakage_power_nw": 0.725,
  "grt_setup_unrepaired": "false",
  "initial_core_util_pct": 23.4,
  "final_cell_mix": "clkdlybuf4s50_1 (28), inv_1 (20), ha_1 (17)",
  "synthToLayoutAreaGrowth_pct": 33.6,
  "grt_max_degree": 20,
  "ctsHoldBuffers": 0,
  "cts_buffers": 3,
  "setup_viol": 0,
  "fp.dieW_um": 96,
  "crit_chain": "clkdlybuf4s50_1 > and2b_1 > mux2i_1 > mux4_2 > nand4b_1",
  "cts_root_buf": "clkbuf_8",
  "finalWorstSetupSlack_ns": 0.621,
  "drtIter0Drc": 139,
  "clock-sinks": 8,
  "place_congestion": 0.955,
  "netSwitchingFraction_pct": 30.2,
  "cap_viol_max_count": 0,
  "regArea_sq_um": 160,
  "drive_gt1_share_pct": 11.5,
  "drt_wl_total_um": 3820,
  "power.share.clock_pct": 28.1,
  "largest-register": "out",
  "slew_violations": 0,
  "ys_sh_adder_pct": 16.4,
  "dieArea_sq_um": 9220,
  "avgSynthCellArea_sq_um": 7.66,
  "core.rowCount": 27,
  "mux_share_pct": 8.31,
  "layout_top_cell": "clkdlybuf4s50_1",
  "syn_area_sq_um": 1290,
  "globalRouteOverflowTotal": 0,
  "antenna_cells": 0,
  "fill_cells": 601,
  "synth-edff-count": 0,
  "status": "finished clean",
  "drtAntennaViolNets": 0,
  "start_kind": "primary input",
  "numSynthFlops": 8,
  "ys_sh_xor_pct": 3.38,
  "slowest_delay_ns": 0.73,
  "compound_area_share_pct": 26.1,
  "htreeDepth": 1,
  "yosys_cells": 169,
  "clk_path_buf_depth": 2,
  "cp.required_ns": 3.06,
  "post-route-min-period_ns": 2.28,
  "viasPerCell": 4.88,
  "slew_headroom_pct": 61.1,
  "tightest_slew_ns": 0.582,
  "antenna_found_initial": 0,
  "place_ws_ns": 0.408,
  "dr.pass1.iters": 4,
  "simple_gate_area_share_pct": 22.8,
  "postSynthCellCount": 169,
  "synth.area.top_cells": "ha_1 (16%), dfxtp_1 (12%), inv_1 (5.8%), mux4_2 (5.2%), nor2b_1 (4.3%)",
  "cts_tree": "done",
  "hold_class": "primary input to flop",
  "ys_top_logic_family": "AND-OR/OR-AND gates",
  "path_class": "primary input to flop",
  "drc": 0,
  "post_cts_buffers": 0,
  "largest_reg_flops": 8,
  "die_h_um": 96,
  "timing.fmax_mhz": 439,
  "tool_warnings": 33
}
through the flow:
stage | utilization, % | std cells | cell area, sq um | power (mW)
CTS | 31.2 | 272 | 1730 | 0.472
detailed placement | 30.5 | 269 | 1690 | 0.338
global route | 31.2 | 272 | 1730 | 0.499
global placement | 30.5 | 269 | 1690 | 0.338
finish | 31.2 | 272 | 1730 | 0.468
floorplan | - | 169 | 1290 | 0.240
area by class of cell:
cell class	count	share of cell area, %
Multi-Input combinational cell	129	57.6
Sequential cell	8	9.26
Inverter	21	4.56
Clock buffer	3	2.39
Tap cell	72	5.21
Timing Repair Buffer	39	21.0
logic make-up (layout without fill, tap and decap cells):
family          after synthesis  count (layout)
compound gates               47              47
xor+xnor                      5               5
mux                           7               7
simple gates                 53              53
fa+ha+maj                    17              17
flops                         8               8
buf+inv                      32              63
cells in the mapped netlist, types with 2 or more instances:
cell type  instances
nor4_1             2
nor3_1             2
nor2_1             3
and2b_1            2
or3b_2             2
dfxtp_1            8
a22oi_1            2
a211o_1            3
buf_2              7
o21ai_0            9
o32ai_1            3
nor2b_1            9
or3_1              3
a22o_1             2
buf_4              2
xnor2_1            5
nand2b_1           2
nand2_1           12
inv_1             20
o31ai_1            2
ha_1              17
o22ai_1            2
a21oi_1            4
or2_2              2
mux2i_1            4
nand3_1            9
a221oi_1           2
o211ai_1           3
a31oi_1            3
mux4_2             3
power by group through the flow:
| stage | logic, mW | registers (mW) | clock network [mW] |
|---|---|---|---|
| 4_1_cts | 0.210 | 0.128 | 0.135 |
| 5_1_grt | 0.233 | 0.129 | 0.138 |
| 6_report | 0.209 | 0.128 | 0.132 |
metal layers:
metal | wire length [um] | global-route usage (%) | part of all wire, % | vias to the layer above
li1 | - | - | - | 679
met1 | 1760 | 11.7 | 46 | 612
met2 | 1780 | 14.0 | 46 | 31
met3 | 263 | 1.42 | 6.9 | 4
met4 | 19 | 0.737 | 0.50 | 0
met5 | 0 | 0 | 0 | -
worst max-delay path: cells and delay by family:
kind,cells,cell delay (ns)
buffers and inverters,1,0.73
muxes,2,0.59
and+or+nand+nor,2,0.53
final timing paths:
check,startpoint,endpoint,slack (ns)
max,opcode[3],out[3],0.62
min,a[6],out[5],1.22
No activity file was given, so power comes from the tool's default toggle rates.
