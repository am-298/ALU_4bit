File: flow/design.v
module subtractor (
  input wire [7:0] a,
  input wire [7:0] b,
  output reg [7:0] diff,
  output reg bout
);
reg [7:0] b_c;  
reg [7:0] G; 
reg [7:0] P;
reg [8:0] c;
integer i;
always @(*) begin
    b_c = ~b; 
    c[0] = 1'b1 ; 
  for (i=0; i<8; i=i+1) begin
    G[i] = a[i] & b_c[i];
    P[i] = a[i]^ b_c[i];
    c[i+1]=G[i] | (P[i]&c[i]);
end
end
assign diff = P ^ c[7:0];
assign bout = ~c[8];
endmodule
File: flow/run.sh
#!/bin/bash
# OpenROAD 26Q1-2900-gdf79404cd8, Yosys 0.63+post, stock flow scripts
make -C /OpenROAD-flow-scripts/flow DESIGN_CONFIG=/design/flow/config.mk WORK_HOME=/design/flow/orfs finish
File: flow/config.mk
export PLATFORM = sky130hd
export DESIGN_NAME = subtractor
export DESIGN_NICKNAME = subtractor
export VERILOG_FILES = /design/flow/design.v
export SDC_FILE = /design/flow/constraint.sdc
export NUM_CORES = 4
export LEC_CHECK = 1
export CORE_AREA = 10 10 70 70
export DIE_AREA = 0 0 80 80
File: flow/constraint.sdc
current_design subtractor

set clk_period 9.4
set clk_io_pct 0.2

create_clock -name clk0 -period $clk_period

set non_clock_inputs [all_inputs -no_clocks]
set_input_delay [expr $clk_period * $clk_io_pct] -clock clk0 $non_clock_inputs
set_output_delay [expr $clk_period * $clk_io_pct] -clock clk0 [all_outputs]
==> deck_impl_summary.md <==
Synthesis and Place & Route Summary

Status
  – Status: completed

Worst setup path
  – CP max stage cell: clkdlybuf4s50_1
  – Ordered list of cells on the worst path: clkdlybuf4s50_1 -> inv_1 -> ha_1 -> fa_1 -> fa_1 -> fa_1 -> fa_1 -> fa_1 -> fa_1 -> fa_1 -> inv_1 -> clkdlybuf4s50_1
  – Crit-path max cell delay: 470 ps
  – Crit path max fanout: 1
  – Arr. time, crit path: 5860 ps
  – Most frequent cell on the critical path: fa_1
  – Req. time, crit path: 7520 ps
  – Worst Setup Path Type: in2out
  – Startpoint type of the worst setup path: input port
  – Crit end category: output pin

Die
  – Die area: 6400 um2
  – Ports: 25
  – Die Span X: 80 um
  – Die span in y: 80 um
  – Site Rows: 21
  – Core Area: 3420 um2
  – Initial core utilization: 6.23%

Synth
  – Synth Seq Share: 0%
  – Adders+Majority by Area: 71.8%
  – Mapped cell area: 213 um2
  – Chip area in the Yosys report: 213 um2
  – Synth Warn #: 3
  – XOR Share, Synth: 0%
  – Logic family by area: adder cells
  – Synth Area per Inst: 8.86 um2
  – Mux share: 0%
  – Synth Area in Simple Gates: 0%
  – Syn Inst Count: 24
  – Compound Share, Synth: 0%
  – Ys cells: 24
  – Synth unique cells: 3

Route
  – First drt pass iteration count: 2
  – Routed metal-1 wirelength: 310 um
  – Antenna diodes: 0
  – Detail Route met2 WL: 183 um
  – Met3 wire length: 218 um
  – Detailed Route Iter0 Violations: 2
  – Total wire length: 712 um
  – WL/cell: 7.49 um
  – DRC: 0
  – Via/cell ratio: 2.38
  – Highest metal used: met3
  – DRT antenna net count: 0
  – Vias: 226

Final timing
  – F_max: 129 MHz
  – Relative slew slack: 93.8%
  – Fin worst setup slack: 1660 ps
  – Worst-Margin Slew: 92.1 ps
  – Max-slew violation count: 0
  – Period utilization: 82.3%
  – Setup_tns: 0 ps
  – RSZ-0062 raised after global routing: no
  – # setup viols final: 0
  – Final hold violation count: 0
  – Final min period: 7740 ps

Placement
  – Placed inst area: 520 um2
  – Detailed Place HPWL: 705 um
  – Routability Congestion: 0.821
  – Pre-CTS WS: 1640 ps
  – Port buffer count: 25
  – Placed Cells incl. Taps: 95

GRT
  – Vias in the first global route: 263
  – First-pass GRT wire length: 1180 um
  – Overflow after GRT: 0
  – Tot GR Track Use: 2.26%
  – Largest net degree at the start of global routing: 2
  – Initial antenna violation count: 0

Hold path
  – Hold WC Path Type: in2out
  – Hold Path End: diff[0]
  – Hold depth: 4
  – Hold wc startpoint: b[0]

Power
  – Leakage: 0.000243 uW
  – Overall power: 28.3 uW
  – Power Density: 54.4 nW/um2
  – Worst VDD drop: 0.0000166 V

Clocking
  – Post-cts hold-fix buffer tally: 0
  – Setup Buffers After CTS: 0
  – # resized after CTS: 0

Run
  – Maxcap violations: 0
  – Tally of OpenROAD warnings: 32

Final layout
  – Most numerous logic cells after layout: clkdlybuf4s50_1, inv_1, fa_1, ha_1
  – Layout cells sized above 1: 0%
  – FF/Latch Area: 0 um2
  – Clock buf count: 0
  – Cell area after layout: 520 um2
  – Area Growth Syn to Fin: 145%
  – Post-Layout Cell Count: 95
  – Commonest Layout Cell: clkdlybuf4s50_1
  – Flip-flops: 0
## through the flow
step / hold slack [ps] / util [%]
6_report: 4760 / 15.2
5_1_grt: 4840 / 15.2
4_1_cts: 4780 / 15.2
3_5_place_dp: 4770 / 15.2
3_3_place_gp: 4760 / 15.2
2_1_floorplan: 3870 / -
## layout make-up
class,count,area [um2]
timing repair buffer,25,250
inverter,16,60.1
fill,391,2900
multi-input combinational,8,153
tap,46,57.6
## metal layers
metal  track usage (%)  vias to the layer above
li1                  -                      107
met1              2.77                       95
met2              3.05                       24
met3              2.05                        0
met4                 0                        0
met5                 0                        -
## critical path, delay by kind of cell
kind                     cells  cell delay, ps
adder cells (fa/ha/maj)      8            2940
buffers and inverters        4            1030
## where the power goes
group	total [uW]	switching, uW	internal (uW)	leakage [uW]
Clock	0	0	0	0
Combinational	28.3	7.73	20.6	0.000243
Sequential	0	0	0	0
## how the worst max path moves through the flow
stage,startpoint,end,slack [ps],depth (start not counted)
final,a[0],diff[7],1660,12
after CTS,a[0],diff[7],1620,12
after global routing,a[0],diff[7],1520,12
## cell families (layout without fill, tap and decap cells)
| logic type | Yosys count | after routing |
|---|---|---|
| adder cells (fa/ha/maj) | 8 | 8 |
| buffers and inverters | 16 | 41 |
## Yosys cell counts
library cell	n	area [um2]
fa_1	7	140
ha_1	1	12.5
inv_1	16	60.1
Power figures rest on the tool's default switching activity, not on a simulated workload.
