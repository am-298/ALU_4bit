==> ./design.v <==
module multiplier (input clk,input start,input [7:0]a,
input [7:0]b, output reg [15:0] out,
output reg busy);
 reg signed [7:0]acc; 
 reg signed [7:0] Q;
 reg Qn;
 reg [3:0] i=4'b0000;
always @(posedge clk) begin
  if (start && !busy) begin
      acc <= 8'b0;
      Q <= b;
      Qn <=1'b0;
      busy<=1'b1;
      i <=0;
   end
  else if (busy) begin
        case ({Q[0],Qn})
          2'b01: acc <= acc + a;
          2'b10: acc <= acc - a;
          default : acc <=acc;
        endcase
        {acc,Q,Qn} <= {acc[7],acc,Q}>>>1;
        i <= i+1;
        if (i==7) begin
          out <={acc,Q};
          busy <=1'b0;
        end
    end
  end
endmodule
==> ./run.sh <==
#!/bin/bash
# OpenROAD 26Q1-2900-gdf79404cd8, Yosys 0.63+post, stock flow scripts
make -C /OpenROAD-flow-scripts/flow DESIGN_CONFIG=/design/flow/config.mk WORK_HOME=/design/flow/orfs finish
==> ./config.mk <==
export PLATFORM = sky130hd
export DESIGN_NAME = multiplier
export DESIGN_NICKNAME = multiplier
export VERILOG_FILES = /design/flow/design.v
export SDC_FILE = /design/flow/constraint.sdc
export NUM_CORES = 4
export LEC_CHECK = 1
export CORE_AREA = 10 10 77 77
export DIE_AREA = 0 0 87 87
==> ./constraint.sdc <==
current_design multiplier

set clk_period 1.6
set clk_io_pct 0.2

create_clock -name clk0 -period $clk_period [get_ports {clk}]

set non_clock_inputs [all_inputs -no_clocks]
set_input_delay [expr $clk_period * $clk_io_pct] -clock clk0 $non_clock_inputs
set_output_delay [expr $clk_period * $clk_io_pct] -clock clk0 [all_outputs]
==> out/results.env <==
GR-USAGE-ALL-LAYERS_PCT=3.969
PLACE_HPWL_UM=1168
P_LEAK_nW=0.4741
NUM_ROWS=24
CLK_ROOT_BUF='sky130_fd_sc_hd__clkbuf_8'
SLEW_VIOLATIONS=0
VIAS_PER_CELL=3.659
SYN_AREA_PER_CELL_UM2=14.97
IOPINCOUNT=35
FINALHOLDVIOLATIONS=0
ROUTEDWLPERCELL_UM=11.18
LARGEST_NET_DEGREE_AT_THE_START_OF_GLOBAL_ROUTING=12
SYNTH.CELLMIX.SIMPLESHARE_PCT=7.939
TOTALNEGATIVESETUPSLACK_NS=0
FINAL_LAYOUT_SIZE_SUFFIX_GT1_SHARE_PCT=16.25
REG2REG_FROM='i[0]'
REMAINING_DRC_ERRORS=0
YS_TYPES=20
FINALWORSTPATHREQUIREDPERIOD_NS=1.486
COMBINATIONALPOWERSHARE_PCT=27.9
GLOBAL_ROUTE.OVERFLOW_TOTAL=0
STARTPOINT_KIND_OF_THE_WORST_SETUP_TIMING_PATH='register'
RSZ0062_AT_GRT='false'
SYNTHESIS.AREA_UM2=898.4
INITIAL_ANTENNA_VIOLATION_COUNT=0
HOLDCRITSTARTPOINT='Q[0]'
CLK-INSERTION-DELAY-LATE_NS=0.25
CLK_PIN_SLEW_NS=0.07
GRT_FIRST_PASS_WIRELENGTH_UM=2408
CTSHTREEMAXLEVEL=1
WORST_IR_DROP_VDD_V=0.0005463
DRT-TOTAL-WL_UM=1476
SYNTH_CHIP_AREA_UM2=898.4
MAXCLOCKFREQUENCY_MHz=673.0
POWER.TOTAL_mW=1.742
WORSTPATHBUFFERINVERTERCOUNT=1
P_CLK_SHARE_PCT=18.8
FP.DIEAREA_MM2=0.007569
CRIT_FANOUT=11
CTS.PATH.MAX_BUFFERS=2
FLOORPLAN.CORE_UTIL_PCT=20.63
SYNTH-CELLS-YOSYS=60
POWER_DENSITY_mW_PER_MM2=1510
SETUP_VIOL=0
GRT_PASS1_VIAS=517
NETLIST_LOGIC_FAMILY_TOP='multiplexers'
XOR_AREA_SHARE_PCT=1.950
P_SW_mW=0.4257
TRITONCTS='done'
CRITICAL_PATH_REQUIRED_NS=1.28
CLOCK_SKEW_NS=0.002374
POSTSYNTHCELLCOUNT=60
REPLACE_CONGESTION=0.6886
YS_SH_AOI_PCT=1.950
FLOORPLAN.DIE.WIDTH_UM=87
NUMBER_OF_FLIP_FLOPS_AND_LATCHES_IN_THE_SYNTHESIZED_NETLIST=21
TOOL_WARNINGS=33
P_SEQ_SHARE_PCT=53.3
CAP_VIOL_MAX_COUNT=0
YS_SEQ_SHARE_PCT=64.62
CRIT_PATH_CELL_TRACE='clkdlybuf4s50_1'
CP.ARRIVAL_NS=1.17
CELL_INTERNAL_PWR_mW=1.317
ANTENNA-DIODE-COUNT=0
SYNTHTOLAYOUTAREAGROWTH_PCT=28.41
MIN-DELAY-PATH-CLASS='reg2reg'
TOPCELLSBYAREA='sky130_fd_sc_hd__edfxtp_1 (53%), sky130_fd_sc_hd__dfxtp_1 (11%), sky130_fd_sc_hd__mux2_4 (10%)'
SWITCHING_SHARE_OF_TOTAL_POWER_PCT=24.43
MAX_STAGE_DELAY_NS=0.50
SYNTHESIS.YOSYS.WARNINGS=1
FP.COREAREA_MM2=0.004354
SYNTH_AREA_LEADER_CELL='sky130_fd_sc_hd__edfxtp_1'
CRITPATHSLOWESTCELL='sky130_fd_sc_hd__clkdlybuf4s50_1'
WORST_SETUP_PATH_END_KIND='output port'
OUTCOME='finished clean'
CRITICAL_PATH_CLASS='reg2out'
SYNTH-ADDER-AREA-SHARE_PCT=1.393
FINALCRITPERIODSHARE_PCT=92.87
CRIT_FAMILY='buffers and inverters'
DETAIL-ROUTE-ANTENNA-NETS=0
YOSYS-MUX-AREA-FRACTION_PCT=11.28
DRT_PRE_ANTENNA_ITERS=4
VIA_COUNT=483
SYNTH_LARGEST_TYPE_AREA_FRACTION_PCT=53.48
DRT_ITER0_DRC=10
CLOCK_SINK_COUNT=21
PORT_BUFFERS=18
CTS-BUFFERS-INSERTED=3
DIE_H_UM=87
CRITICAL_PATH.STARTPOINT='busy'
LAYOUT.CORE_UTILIZATION_PCT=26.49
-- cells by family after synthesis --
family,after synthesis
flip-flops,21
AND/OR/NAND/NOR,12
buffers and inverters,13
other,1
adder cells (fa/ha/maj),1
XOR/XNOR,2
multiplexers,7
AND-OR/OR-AND,3
-- path summary, 6_finish.rpt --
path,cells past startpoint,slack [ns],end
worst max-delay path,1,0.11,busy
worst min register to register,0,0.43,out[0]
worst max register to register,2,0.21,out[2]
worst min-delay path,0,0.43,out[0]
-- synth_stat cells, drive strengths merged --
| library cell | count |
|---|---|
| nand2 | 2 |
| xnor2 | 1 |
| and4b | 1 |
| xor2 | 1 |
| nand3 | 1 |
| nor3b | 1 |
| conb | 1 |
| dfxtp | 5 |
| edfxtp | 16 |
| mux2 | 7 |
| nor2 | 4 |
| nand2b | 3 |
| ha | 1 |
| o21ai | 2 |
| buf | 10 |
| a21o | 1 |
| inv | 3 |
-- metal layers --
layer | GRT usage (%) | vias up | share of wire, %
met4 | 0.5891 | 0 | 1.2
met3 | 2.642 | 2 | 14
met1 | 4.650 | 230 | 40
met5 | 0 | - | 0
met2 | 6.063 | 20 | 45
li1 | - | 231 | -
-- metrics by stage --
| stage | cells | area (um2) | setup slack [ns] | hold slack [ns] |
|---|---|---|---|---|
| 2_1_floorplan | 67 | 924.6 | 0.3924 | 0.4003 |
| 3_3_place_gp | 128 | 1107 | -0.04307 | 0.4059 |
| 3_5_place_dp | 128 | 1107 | -0.05507 | 0.4142 |
| 4_1_cts | 132 | 1154 | 0.08596 | 0.4303 |
| 5_1_grt | 132 | 1154 | 0.04994 | 0.4405 |
| 6_report | 132 | 1154 | 0.1141 | 0.4266 |
-- cell type report --
cell class | instances | area, um2
Multi-Input combinational cell | 33 | 250.2
Tap cell | 52 | 65.06
Inverter | 3 | 11.26
Timing Repair Buffer | 19 | 200.2
Fill cell | 446 | 3201
Sequential cell | 21 | 581.8
Clock buffer | 4 | 45.04
-- timing repair --
item | CTS | global route
hold buffers | 0 | 0
resized | 1 | 0
endpoints found under the setup margin | 1 | 0
setup buffers | 0 | 0
-- power groups by stage --
stage | Clock, mW | Combinational [mW] | Sequential (mW)
global route | 0.367 | 0.552 | 0.949
CTS | 0.340 | 0.501 | 0.931
finish | 0.327 | 0.487 | 0.928
-- sequential cells by signal, summed over array words and instances (netlist names) --
name  flops
Q         8
busy      1
i         4
out       8
-- placed cells by master, fill, tap and decap left out, drive strengths merged --
master	count
nand3	1
xor2	1
nand2	2
clkbuf	4
and4b	1
nor2	4
xnor2	1
dfxtp	5
nor3b	1
conb	8
buf	1
mux2	7
ha	1
inv	3
nand2b	3
clkdlybuf4s50	18
o21ai	2
a21o	1
edfxtp	16
Power and IR drop assume default switching activity.
